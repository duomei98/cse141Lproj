$ cat flow/config.mk
export PLATFORM = sky130hd
export DESIGN_NAME = top_level
export DESIGN_NICKNAME = top_level
export VERILOG_FILES = /design/flow/design.v
export SDC_FILE = /design/flow/constraint.sdc
export NUM_CORES = 4
export LEC_CHECK = 1
export CORE_AREA = 10 10 70 70
export DIE_AREA = 0 0 80 80
export SYNTH_HDL_FRONTEND = slang
export SYNTH_MEMORY_MAX_BITS = 65536
$ cat flow/constraint.sdc
current_design top_level

set clk_period 2.3
set clk_io_pct 0.2

create_clock -name clk0 -period $clk_period [get_ports {clk}]

set non_clock_inputs [all_inputs -no_clocks]
set_input_delay [expr $clk_period * $clk_io_pct] -clock clk0 $non_clock_inputs
set_output_delay [expr $clk_period * $clk_io_pct] -clock clk0 [all_outputs]
$ cat flow/design.v
module reg_file #(parameter pw=3)(
  input[7:0] dat_in,
  input      clk,
  input      wr_en,            
  input 	 flag, 		  	   
  input		 flag_en,
  input[pw:0] 	wr_addr,	   
              	rd_addrA,	   
			  	rd_addrB,
  output logic[7:0] datA_out,  
                    datB_out);
  logic[7:0] core[2**pw];     
  assign datA_out = (rd_addrA == 0) ? 8'b0 : core[rd_addrA];
  assign datB_out = (rd_addrB == 0) ? 8'b0 : core[rd_addrB];
  always_ff @(posedge clk) begin
    if (flag_en)
      core[1] <= {7'b0, flag}; 
    else if(wr_en && wr_addr != 0 && wr_addr != 1)	
      core[wr_addr] <= dat_in; 
  end 
endmodule
module PC #(parameter D=12)(
  input reset,					 
        clk,
  		req,
		reljump_en,              
  input       [D-1:0] offset,	 
  output logic[D-1:0] prog_ctr
);
  always_ff @(posedge clk) begin
    if(reset)
	  prog_ctr <= '0;
    else if (req) begin
      if (reljump_en && (offset != 'b0))
        prog_ctr <= prog_ctr + offset;
  	  else
	  	prog_ctr <= prog_ctr + 1;
    end 
  end 
endmodule
module instr_ROM #(parameter D=12)(
  input       [D-1:0] prog_ctr,     
  output logic[ 8:0] mach_code);
  logic[8:0] core[2**D];
  initial							     
    $readmemb("mach_code.txt",core);
  always_comb  mach_code = core[prog_ctr];
endmodule
module dat_mem (
  input[7:0] dat_in,
  input      clk,
  input      wr_en,	           
  input[7:0] addr,		       
  output logic[7:0] dat_out);
  logic[7:0] core[256];        
  assign dat_out = core[addr];
  always_ff @(posedge clk) begin
    if(wr_en)				   
      core[addr] <= dat_in;
  end 
endmodule
module alu(
  input[3:0] alu_cmd,     	 
  input[7:0] inA, 
  input[7:0] inB, 	 		 
  output logic[7:0] rslt,
  output logic out
);
  wire signed [7:0] inB_signed;   
  always_comb begin 
    rslt 	  = 'b0; 		 
    out  	  = 'b0;    
    case(alu_cmd)
      'b0000: {out,rslt} = inA + inB;
      'b0001: {out,rslt} = inA - inB;
      'b0010: rslt = ~inB;	  
      'b0011: out = (inA == inB);
      'b0100: rslt = inB;
      'b0101: rslt = inA;
      'b0110: rslt = inA & inB;
      'b0111: rslt = inA | inB; 
      'b1000: {out,rslt} = inA + inB_signed;
      'b1001: begin
        if (inB[7] == 'b1) begin
          out  = inA[7];
          rslt    = inA << (~inB+1);   
        end 
        else begin			
          out  = inB[0];
          rslt 	  = inA >> inB;		
        end 
      end 
      default: rslt = 8'b0;
    endcase
  end
endmodule
module Control #(parameter opwidth = 3, functwidth = 2, mcodebits = 4)(
  input [opwidth-1:0] 	 opcode,    
  input [functwidth-1:0] funct, 
  output logic RegDst, Branch, Jump,
     MemtoReg, MemWrite, ALUSrc, RegWrite, flag_en,
  output logic[mcodebits-1:0] ALUOp);  
always_comb begin
  RegDst 	=   'b0;     
  Branch 	=   'b0;     
  Jump		= 	'b0;	 
  MemWrite  =	'b0;     
  ALUSrc 	=	'b0;     
  RegWrite  =	'b1;     
  MemtoReg  =	'b0;     
  flag_en	=	'b0; 	 
  ALUOp	    =   'b1111;  
  case(opcode)    
  'b000:  begin	
    case(funct)
      'b00: begin
        ALUOp   = 'b0000;		 
        flag_en = 'b1;			
      end 
      'b01: begin
        ALUOp   = 'b0001;		 
        flag_en = 'b1;			
      end 
      'b10: ALUOp = 'b0010;
      'b11: begin
        ALUOp   = 'b0011;
        flag_en = 'b1;
      end 
    endcase 
  end 
  'b001:  begin
    case(funct)
      'b00: ALUOp = 'b0100;
      'b01: begin
        RegDst 	  = 'b1;
        ALUOp     = 'b0101;
      end 
      'b10: ALUOp = 'b0110;
      'b11: ALUOp = 'b0111;
    endcase 
  end 
  'b010:  begin
    ALUSrc    	  = 'b1;   
    MemtoReg 	  = 'b1;	 
  end 
  'b011: begin 
    ALUSrc 		  = 'b1;	
    MemWrite 	  = 'b1;	 
    RegWrite	  = 'b0;	 
  end 
  'b100: begin
    ALUSrc 		  = 'b1;
    flag_en		  = 'b1; 		 
    ALUOp 		  = 'b1000;
  end
  'b101: begin
    ALUSrc 		  = 'b1;		
    flag_en		  = 'b1; 		 
    ALUOp 		  = 'b1001;
  end 
  'b110: begin
    Jump 		  = 'b1;		 
    RegWrite 	  = 'b0; 		 
  end 
  'b111:  begin	
    Branch 		  = 'b1;		 
    RegWrite 	  = 'b0; 		 
  end 
  default: begin
	ALUOp		  = 'b1111;		 
  end
endcase
end
endmodule
module top_level(
  input        clk, reset, req, 
  output logic done);
  parameter D = 12,              
    A = 4;             		     
  wire[D-1:0] prog_ctr; 			
  logic  	  flag_in, 
  		      flag_out;				
  wire        RegDst,			 
  			  Branch,			 
  			  Jump,				 
   			  MemtoReg,
         	  MemWrite,
          	  ALUSrc,			 
    		  flag_en,	  		 
  			  RegWrite;	
  wire[A-1:0] alu_cmd;			 
  wire [8:0]    mach_code;       
  wire [2:0]    opcode;
  wire [1:0]    rd_2bit;		 
  wire [1:0]    rs_2bit;		 
  wire [1:0]    funct; 
  wire signed [7:0]    immed;	 
  wire [D-1:0]  offset;          
  wire[7:0]   datA, datB,		 
  			  mux1,				 
  			  mux3,				 
			  rslt;              
  wire signed [7:0] mux2;		 
  wire[2:0] rd_addrA, rd_adrB;  
  wire [7:0] mem_out;
  assign PCSrc = Jump || (Branch && flag_out);
  PC #(.D(D)) 					   
  pc1 (
    .reset(reset), 
    .clk(clk), 
    .req(req),
    .reljump_en(PCSrc),   
    .offset(offset), 
    .prog_ctr(prog_ctr));   
  instr_ROM ir1(
    .prog_ctr(prog_ctr),
    .mach_code(mach_code));
  assign opcode  = mach_code[8:6];   
  assign rd_2bit = mach_code[5:4];   
  assign rs_2bit = mach_code[3:2];   
  assign funct   = mach_code[1:0];   
  assign immed   = {{4{mach_code[3]}},mach_code[3:0]}; 
  assign offset  = {{6{mach_code[5]}},mach_code[5:0]};
  assign rd_addrA = {1'b1, rd_2bit};     
  assign rd_addrB = {1'b0, rs_2bit};     
  assign mux1 = RegDst ? rd_addrB: rd_addrA; 
  Control ctl1(
    .opcode(opcode), 
    .funct(funct),
    .RegDst(RegDst), 
    .Branch(Branch),  		 
    .Jump(Jump),			 
    .MemtoReg(MemtoReg), 
    .MemWrite(MemWrite),  
    .ALUSrc(ALUSrc),  
    .ALUOp(alu_cmd),
    .flag_en(flag_en),		 
    .RegWrite(RegWrite)      
  );
  reg_file #(.pw(3)) rf1(
    .clk(clk),
    .wr_en(RegWrite), 
    .flag_en(flag_en),		 
    .rd_addrA(rd_addrA), 
    .rd_addrB(rd_addrB), 
    .wr_addr (mux1), 
    .dat_in(mux3),	   		 
    .flag(flag_in),			 
    .datA_out(datA), 
    .datB_out(datB));  
  assign mux2 = ALUSrc? immed : datB;
  alu alu1(
    .alu_cmd(alu_cmd),	     
    .inA(datA), 
    .inB(mux2),
    .rslt(rslt),
    .out(flag_in));			 
  assign mux3 = MemtoReg ? mem_out : rslt;
  dat_mem dm1(
    .dat_in(datA),  		 
    .clk(clk),
	.wr_en(MemWrite), 		 
    .addr(immed),			 
    .dat_out(mem_out));		
  always_ff @(posedge clk or posedge reset) begin
    if (reset) 
      flag_out <= 'b0;
    else begin
      if (flag_en)
        flag_out <= flag_in;
    end
  end
  assign done = prog_ctr == 128;
endmodule
$ cat flow/run.sh
#!/bin/bash
# OpenROAD 26Q1-2900-gdf79404cd8, Yosys 0.63+post, stock flow scripts
make -C /OpenROAD-flow-scripts/flow DESIGN_CONFIG=/design/flow/config.mk WORK_HOME=/design/flow/orfs finish
==> results.toml <==
# yosys + openroad results
[synthesis]
yosys_area_um2 = 591
syn_inst = 67
syn_area_um2 = 591
ys_top_cells_by_area = "dfxtp_1, o31ai_1, or4_1"
top_area_cell = "dfxtp_1"
avgSynthCellArea_um2 = 8.81
synth_flops = 12
ys.flop_type = "dfxtp_1"
async_reset_ff_share_pct = 0
synth-edff-count = 0
yosysUniqueCellTypes = 22
ys.warnings.count = 8
synth.top_cell.area_share_pct = 40.7
yosys.stat.seqShare_pct = 40.7
ys_cells = 67

[detailed_routing]
via_count = 497
routed_wl_um = 1110
routed-wl-met2_um = 459
drtAntennaViolNets = 0
highest_layer = "met4"
drt-met1-wl_um = 578
viasPerCell = 4.21
avgRoutedWirePerCell_um = 9.44
drt_first_pass_iters = 4
detail_route.iter0.violations = 15
antenna_cells = 0
drc_errors = 0
met3_length_um = 54

[finish]
stdcell_count = 118
syn2layout_area_growth_pct = 21.0
final-seq-area_um2 = 240
layout.cells.most_common = "dfxtp_1"
reg_top3 = "pc1.prog_ctr x12"
top_register = "pc1.prog_ctr"
most-common-layout-cells = "dfxtp_1, nor2_1, a21oi_1"
largest_reg_flops = 12
logic_area_um2 = 328
fillCellCount = 392
drive_gt1_share_pct = 13.9

[worst_hold_path]
min_to = "pc1.prog_ctr[5]"
hold_class = "reg -> reg"
whs_path_depth = 2
hold_start = "pc1.prog_ctr[5]"

[placement]
pre_cts_ws_ns = 0.253
hpwlAfterDp_um = 770
dp_cells = 114
io_buffers = 3
gp_congestion = 0.793

[clocking]
clk_pin_slew_worst_paths_ns = 0.08
htreeDepth = 1
hold_buffers = 0
cts_setup_buffers = 0
clockRootBuffer = "clkbuf_4"
insertion_delay_ns = 0.27
cts.sinks = 12
cts_buffers = 3
cts_tree = "built"
cts_buffer_depth = 2
ctsResizeCount = 0

[power]
total_leakage_power_nw = 0.234
power_w = 0.000407
ir_worst_vdd_mv = 0.443
p_per_area_nw_per_um2 = 570

[worst_setup_path]
crit_chain = "nor4_2 -> nand4_1 -> nor4_2 -> clkdlybuf4s50_1"
end_kind = "output port"
crit_top_cell = "nor4_2"
start_kind = "flip-flop"
slowest_delay_ns = 0.50
worstPathArrival_ns = 1.69
r2r-start = "pc1.prog_ctr[2]"
worst-r2r-setup-slack_ns = 0.72
crit_path_top_delay_cell = "clkdlybuf4s50_1"
reg2regPathDepth = 3
critPathMaxFanout = 4
critPathKind = "reg -> out"
r2r_end = "pc1.prog_ctr[11]"
required_ns = 1.84

[global_routing]
grt_pass1_wl_um = 1860
gr-total-overflow = 0
grt_use_total_pct = 3.50
grt_antenna_before_repair = 0
grt_max_degree = 14
grt_pass1_vias = 434

[timing]
rsz0062_at_grt = "no"
finalCritPeriodShare_pct = 93.3
finalSetupViolCount = 0
fin_tns_setup_ns = 0
slew_violations = 0
finalHoldViolations = 0
setup_slack_ns = 0.154
hold_ws_ns = 0.505
slew_headroom_pct = 68.4
max_freq_mhz = 466
fin_skew_ns = 0.00506
min_period_ns = 2.15
worst_pin_slew_ns = 0.473

[flow_run]
warnings = 26
cap_violations = 0

[die]
initCoreUtil_pct = 17.3
die_h_um = 80
rows = 21
die_width_um = 80
core_area_um2 = 3420
chipArea_um2 = 6400
ios = 4

[outcome]
outcome = "completed"
==> Yosys cell counts (2+ instances only) <==
| cell type | count |
|---|---|
| nand3_1 | 4 |
| ha_1 | 2 |
| nand4_1 | 3 |
| nor4_1 | 3 |
| nor2b_1 | 2 |
| xor2_1 | 3 |
| a21oi_1 | 6 |
| dfxtp_1 | 12 |
| inv_1 | 4 |
| nand2_1 | 3 |
| or4_1 | 5 |
| o31ai_1 | 5 |
| nor2_1 | 6 |
==> how the worst max path moves through the flow <==
stage	from	endpoint	slack, ns	cells past startpoint
global route	pc1.prog_ctr[3]	done	0.002	4
CTS	pc1.prog_ctr[3]	done	0.07	4
finish	pc1.prog_ctr[3]	done	0.15	4
==> area by class of cell <==
| cell class | instances | area share [%] |
|---|---|---|
| Timing Repair Buffer | 4 | 5.25 |
| Inverter | 4 | 2.10 |
| Clock buffer | 4 | 5.08 |
| Sequential cell | 12 | 33.6 |
| Multi-Input combinational cell | 48 | 45.9 |
| Tap cell | 46 | 8.06 |
==> per-layer routing <==
metal / track usage, % / vias up
li1: - / 260
met1: 4.57 / 228
met2: 5.30 / 7
met3: 1.59 / 2
met4: 0.528 / 0
met5: 0 / -
==> worst max-delay path, delay by kind of cell, from the launching register on <==
kind / cells / cell delay (ns)
flip-flops: 1 / 0.36
buffers and inverters: 1 / 0.50
AND/OR/NAND/NOR: 3 / 0.55
==> power by group <==
part,internal [W],leakage [nW],switching (W)
Sequential,0.000211,0.0970,0.00000593
Combinational,0.0000112,0.116,0.0000119
Clock,0.0000962,0.0210,0.0000704
Total,0.000319,0.234,0.0000882
==> stage by stage <==
stage,instance area [µm²],utilization [%]
floorplan,591,-
global placement,666,19.5
detailed placement,666,19.5
CTS,702,20.5
global route,714,20.9
finish,714,20.9
==> logic make-up (layout without fill, tap and decap cells) <==
group                      after synthesis  after routing  share of synthesized area (%)
adders and majority gates                2              2                           4.24
muxes                                    2              2                           3.60
DFF                                     12             12                           40.7
xor gates and xnor gates                 4              4                           5.93
AOI/OAI and AO/OA                       12             12                           12.3
buffers and inverters                    7             12                           5.93
and+or+nand+nor                         28             28                           27.3
No activity file was given, so power comes from the tool's default toggle rates.
